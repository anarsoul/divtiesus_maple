$ cat /design/flow/config.mk
export PLATFORM = sky130hd
export DESIGN_NAME = segajoy
export DESIGN_NICKNAME = segajoy
export VERILOG_FILES = /design/flow/design.v
export SDC_FILE = /design/flow/constraint.sdc
export NUM_CORES = 4
export LEC_CHECK = 1
export CORE_UTILIZATION = 30
$ cat /design/flow/constraint.sdc
current_design segajoy

set clk_period 2.2
set clk_io_pct 0.2

create_clock -name clk0 -period $clk_period [get_ports {clk115200}]

set non_clock_inputs [all_inputs -no_clocks]
set_input_delay [expr $clk_period * $clk_io_pct] -clock clk0 $non_clock_inputs
set_output_delay [expr $clk_period * $clk_io_pct] -clock clk0 [all_outputs]
$ cat /design/flow/design.v
`timescale 1ns / 1ps
`default_nettype none
module segajoy
(
    input wire clk115200,  
    input rst_n,
    input q,
    input wire [7:0] a,
    input wire iorq_n,
    input wire rd_n,
    output reg cp,
    output reg pl,
    output reg [7:0] dout,
    output reg oe,
    output reg sel
);
reg [9:0] cnt;
reg [6:0] d_shift;
reg joy_right;
reg joy_left;
reg joy_down;
reg joy_up;
reg joy_a;
reg joy_b;
reg joy_c;
reg joy_start;
reg after_reset = 0;
reg joy_a_as_up = 0;
always @(posedge clk115200 or negedge rst_n) begin
    if (!rst_n) begin
        joy_right <= 0;
        joy_left <= 0;
        joy_down <= 0;
        joy_up <= 0;
        joy_a <= 0;
        joy_b <= 0;
        joy_c <= 0;
        joy_start <= 0;
        d_shift <= 8'b0;
        cp <= 0;
        pl <= 0;
        cnt <= 0;
        sel <= 1;
        after_reset <= 1;
    end
    else begin
        if (cp == 0) begin
            pl <= (cnt[2:0] == 0) ? 1'b0 : 1'b1;
        end
        else begin
            pl <= 1'b1;
            if (cnt[9:4] == 6'b1) begin
                d_shift <= { d_shift[5:0], q };
                if (cnt[2:0] == 3'd7) begin
                    if (sel) begin
                        joy_c <= q;
                        joy_b <= d_shift[3];
                        joy_right <= d_shift[6];
                        joy_left <= d_shift[5];
                        joy_up <= d_shift[1];
                        joy_down <= d_shift[4];
                    end
                    else begin
                        if (d_shift[5] && d_shift[6] == 1) begin
                            joy_a <= d_shift[3];
                            joy_start <= q;
                            if (after_reset) begin
                                joy_a_as_up <= q;
                                after_reset <= 0;
                            end
                        end
                        else begin
                            joy_a = joy_b;
                            joy_b = joy_c;
                        end
                    end
                    sel <= cnt[3];
                end
            end
            cnt <= cnt + 1'b1;
        end
        cp <= !cp; 
    end
end
wire port_rd = iorq_n == 1'b0 && rd_n == 1'b0;
always @* begin
    if (!rst_n) begin
        dout <= 8'b0;
        oe <= 0;
    end
    else begin
            if (a == 8'h1F && port_rd) begin
                    oe <= 1;
                    if (joy_a_as_up) begin
                        dout <= { 1'b0, 1'b0, joy_c, joy_b | joy_start, joy_a, joy_down, joy_left, joy_right };
                    end
                    else begin
                        dout <= { 1'b0, joy_c, joy_b, joy_a | joy_start, joy_up, joy_down, joy_left, joy_right };
                    end
                end
            else
                oe <= 0;
    end
end
endmodule
$ cat /design/flow/run.sh
#!/bin/bash
# OpenROAD 26Q1-2900-gdf79404cd8, Yosys 0.63+post, stock flow scripts
make -C /OpenROAD-flow-scripts/flow DESIGN_CONFIG=/design/flow/config.mk WORK_HOME=/design/flow/orfs finish
==> impl_metrics.json <==
{
  "htree_levels": 2,
  "drt-vias-per-instance": 4.50,
  "ys_sh_adder_pct": 2.42,
  "chipArea_um2": 5460,
  "die_w_um": 73.9,
  "clk_pin_slew_ns": 0.06,
  "yosys_cells": 122,
  "drive_gt1_share_pct": 24.2,
  "power.density_cell_area_nw_per_um2": 661,
  "finalWirelength_um": 2590,
  "grt_overflow_total": 0,
  "critPathKind": "in -> out",
  "diodes": 0,
  "unclocked_pins": 7,
  "whs_ns": 0.497,
  "status": "complete, no violations",
  "clock-root-buffer": "clkbuf_8",
  "synthCells": 122,
  "coreArea_um2": 4850,
  "grt_first_pass_wirelength_um": 4460,
  "crit_slowest_cell": "or4b_4",
  "ys.flop_type": "dfrtp_1",
  "globalplace.congestion": 0.771,
  "synthMuxAreaShare_pct": 15.9,
  "wire_per_inst_um": 11.8,
  "enable_flop_cells": 1,
  "area_growth_pct": 30.4,
  "hp-class": "reg -> reg",
  "die_y_um": 73.9,
  "final_common_cell": "dfrtp_1",
  "postRouteAntennaNets": 0,
  "r2r-start": "cnt[5]",
  "worstPathBufferInverterCount": 2,
  "fin_crit_ns": 2.04,
  "drv_slew": 0,
  "cp_max_fo": 2,
  "top_area_cell": "dfrtp_1",
  "via_count": 989,
  "place_hpwl_um": 1760,
  "synth_async_sr_flop_share_pct": 78.4,
  "reg2reg_depth": 3,
  "clkLatencyLatePin_ns": 0.28,
  "cellLeakagePower_nw": 0.921,
  "rsz0062_at_grt": "false",
  "avgSynthCellArea_um2": 12.7,
  "ys_chip_area_um2": 1550,
  "endpoint_kind": "primary output",
  "endpoint": "oe",
  "peakVddDrop_uv": 725,
  "drv_cap": 0,
  "synthesis.area_um2": 1550,
  "cts_made_buffers": 5,
  "grt_max_degree": 39,
  "crit_chain": "dlygate4sd2_1 > or4b_4 > nor4_4 > and2_1 > buf_2",
  "drt_pass1_iterations": 4,
  "synthDistinctLibCells": 36,
  "worst-endpoint-required_ns": 1.76,
  "setup_ws_ns": 0.156,
  "grt_util_all_layers_pct": 11.1,
  "slowest_delay_ns": 0.54,
  "rows": 25,
  "final_cell_mix": "dfrtp_1, clkdlybuf4s50_1, mux2_2, nand2_1",
  "tool_warnings": 26,
  "crit_cells": 5,
  "post-place-ws_ns": -0.680,
  "topCombFamilyByArea": "multiplexers",
  "tns_ns": 0,
  "hold_start": "after_reset",
  "cp-startpoint": "a[6]",
  "cts_buffer_depth": 2,
  "cpLargestDelayFamily": "simple AND/OR/NAND/NOR gates",
  "ys_seq_elements": 37,
  "untimed_endpoints": 14,
  "finalCritPeriodShare_pct": 92.9,
  "r2r-end": "d_shift[0]",
  "cp-start-kind": "primary input",
  "top_cells_by_area": "dfrtp_1, dlxtn_1, mux2_4",
  "reg2reg_slack_ns": 0.27,
  "power.total_w": 0.00134,
  "io-pin-count": 25,
  "fin_skew_ns": 0.00407,
  "yosysWarnings": 1,
  "ys_sh_aoi_pct": 2.74,
  "setup_viol_count_final": 0,
  "cts_tree": "built",
  "route.detailed.drc": 0,
  "antenna_found_initial": 0,
  "fp_util_pct": 32.0,
  "first_global_vias": 966,
  "xor_share_pct": 4.52,
  "hold_viol_final": 0,
  "cp.arrival_ns": 1.60,
  "portBuffers": 23,
  "synth_top_area_share_pct": 43.5,
  "yosys.area_share.simple_pct": 15.6,
  "fmax_mhz": 489,
  "drt_iter0_markers": 22
}
-- worst min path at each step --
stage | to | slack, ns | cells past startpoint
after CTS | after_reset | 0.50 | 1
after global routing | after_reset | 0.51 | 1
final | after_reset | 0.50 | 1
-- cells by family after synthesis --
kind of cell / Yosys count
buffers and inverters: 9
other: 1
and+or+nand+nor: 38
muxes: 20
DFF: 30
latches: 7
xor gates and xnor gates: 8
AOI/OAI and AO/OA: 6
adders and majority gates: 3
-- cell type report --
| type | count | area [um^2] |
|---|---|---|
| fill | 440 | 2830 |
| sequential | 37 | 863 |
| multi-input combinational | 76 | 661 |
| timing repair buffer | 28 | 258 |
| tap | 67 | 83.8 |
| clock buffer | 6 | 82.6 |
| clock inverter | 2 | 60.1 |
| inverter | 4 | 15.0 |
-- flip-flops by register name, summed over array words and instances, names as in the netlist --
name         flops
joy_c            1
pl               1
joy_left         1
cnt             10
joy_down         1
cp               1
after_reset      1
joy_a            1
joy_right        1
d_shift          7
joy_a_as_up      1
joy_up           1
joy_start        1
dout             7
sel              1
joy_b            1
-- Yosys cell counts (2+ instances only) --
| master | instances |
|---|---|
| dfrtp_1 | 27 |
| mux2_2 | 9 |
| nand2_1 | 8 |
| dlxtn_1 | 7 |
| mux2_4 | 7 |
| and2_1 | 6 |
| inv_1 | 4 |
| mux2i_1 | 4 |
| nand4_1 | 4 |
| xnor2_1 | 4 |
| xor2_1 | 4 |
| ha_1 | 3 |
| nand3_1 | 3 |
| nor2_1 | 3 |
| nor2b_1 | 3 |
| a31oi_1 | 2 |
| a41oi_1 | 2 |
| clkbuf_1 | 2 |
| dfstp_2 | 2 |
| nor3_1 | 2 |
-- report_power, final --
group | leakage (nW) | total, W | internal, W | switching (W)
sequential | 0.423 | 0.000583 | 0.000572 | 0.0000106
clock | 0.0714 | 0.000691 | 0.000483 | 0.000208
combinational | 0.427 | 0.0000640 | 0.0000383 | 0.0000257
total | 0.921 | 0.00134 | 0.00109 | 0.000244
-- metal layers --
layer	track usage [%]	wire length (um)
met1	16.6	1260
met2	15.8	1040
met3	4.85	244
met4	1.50	44
met5	0	0
-- metrics by stage --
| stage | std cells | utilization [%] | instance area [um^2] |
|---|---|---|---|
| finish | 220 | 41.7 | 2020 |
| floorplan | 122 | - | 1550 |
| global placement | 211 | 38.5 | 1860 |
| detailed placement | 211 | 38.5 | 1860 |
| CTS | 220 | 41.7 | 2020 |
| global route | 220 | 41.7 | 2020 |
-- worst register-to-register path, delay by kind of cell, from the launching register on --
kind	cells	cell delay (ns)
AND/OR/NAND/NOR	2	0.99
flip-flops	1	0.45
multiplexers	1	0.38
-- timing repair --
| item | in CTS | in global routing |
|---|---|---|
| gates resized | 10 | 0 |
| hold buffers | 0 | 0 |
| setup endpoints to repair | 1 | 1 |
| pin swaps | 3 | 1 |
| endpoints found under the hold margin | 0 | 0 |
| setup buffers | 1 | 0 |
No activity file was given, so power comes from the tool's default toggle rates.
